**flow/config.mk**
```make
export PLATFORM = sky130hd
export DESIGN_NAME = clk50MHzto10Hz
export DESIGN_NICKNAME = clk50MHzto10Hz
export VERILOG_FILES = /design/flow/design.v
export SDC_FILE = /design/flow/constraint.sdc
export NUM_CORES = 4
export LEC_CHECK = 1
export CORE_AREA = 10 10 97 97
export DIE_AREA = 0 0 107 107
```
**flow/constraint.sdc**
```tcl
current_design clk50MHzto10Hz

set clk_period 1.0
set clk_io_pct 0.2

create_clock -name clk0 -period $clk_period [get_ports {CLOCK_50}]

set non_clock_inputs [all_inputs -no_clocks]
set_input_delay [expr $clk_period * $clk_io_pct] -clock clk0 $non_clock_inputs
set_output_delay [expr $clk_period * $clk_io_pct] -clock clk0 [all_outputs]
```
**flow/design.v**
```verilog
module highforfive(clk, reset, sense, state, y);
input clk, reset, sense;
output y;
output [3:0] state;
wire offSignal;
reg isHigh;
always @ (posedge sense or posedge offSignal)
	begin
		if (sense==1'b1)
			isHigh = 1'b1;
		else
			isHigh = 1'b0;
	end
myCount5 countforfive(clk&isHigh, reset, state, offSignal);
assign y = offSignal;
endmodule
module my8bff(val, clk, out);
input [7:0] val;
input clk;
output [7:0] out;
reg [7:0] out;
always @ (posedge clk)
begin
	out = val;
end
endmodule
module myCount5 (clk, Reset, state, Y);
	input clk, Reset;
	output [3:0] state;
	output Y;
	parameter s0=4'b0000;
	parameter s1=4'b0001;
	parameter s2=4'b0010;
	parameter s3=4'b0011;
	parameter s4=4'b0100;
	parameter s5=4'b0101;
	reg [3:0] pstate, nstate, laststate;
	always @ (posedge clk or posedge Reset)
		begin
			if (Reset==1'b1)
				begin
					pstate=s0;
					laststate=s0;
				end
			else
				begin
					laststate=pstate;
					pstate=nstate;
				end
		end
	always @ (*)
		case (pstate)
			s0: nstate=s1;
			s1: nstate=s2;
			s2: nstate=s3;
			s3: nstate=s4;
			s4: nstate=s5;
			s5: nstate=s0;
			default: nstate=s0;
			endcase
	assign Y = ((pstate==s0)&(laststate==s5)) ? 1'b1 : 1'b0;
	assign state = pstate;
	endmodule
module clk50MHzto1Hz(CLOCK_50, Reset, clk1Hz);
	input CLOCK_50, Reset;
	output clk1Hz;
	wire clk10MHz, clk1MHz, clk100kHz, clk10kHz, clk1kHz, clk100Hz, clk10Hz;
	my_MOD5 div5_1(CLOCK_50, Reset, clk10MHz);
	my_MOD10 div10_1(clk10MHz, Reset, clk1MHz);
	my_MOD10 div10_2(clk1MHz, Reset, clk100kHz);
	my_MOD10 div10_3(clk100kHz, Reset, clk10kHz);
	my_MOD10 div10_4(clk10kHz, Reset, clk1kHz);
	my_MOD10 div10_5(clk1kHz, Reset, clk100Hz);
	my_MOD10 div10_6(clk100Hz, Reset, clk10Hz);
	my_MOD10 div10_7(clk10Hz, Reset, clk1Hz);
	endmodule
module clk50MHzto10Hz(CLOCK_50, Reset, clk10Hz);
	input CLOCK_50, Reset;
	output clk10Hz;
	wire clk10MHz, clk1MHz, clk100kHz, clk10kHz, clk1kHz, clk100Hz;
	my_MOD5 div5_1(CLOCK_50, Reset, clk10MHz);
	my_MOD10 div10_1(clk10MHz, Reset, clk1MHz);
	my_MOD10 div10_2(clk1MHz, Reset, clk100kHz);
	my_MOD10 div10_3(clk100kHz, Reset, clk10kHz);
	my_MOD10 div10_4(clk10kHz, Reset, clk1kHz);
	my_MOD10 div10_5(clk1kHz, Reset, clk100Hz);
	my_MOD10 div10_6(clk100Hz, Reset, clk10Hz);
	endmodule
module my_MOD10(clk, Reset, Y);
	input clk, Reset;
	output Y;
	parameter A=4'b0000;
	parameter B=4'b0001;
	parameter C=4'b0011;
	parameter D=4'b0010;
	parameter E=4'b0110;
	parameter F=4'b0101;
	parameter G=4'b0100;
	parameter H=4'b1100;
	parameter I=4'b1101;
	parameter J=4'b1111;
	reg [3:0] pstate, nstate;
	always @ (posedge clk or posedge Reset)
		begin
			if (Reset==1'b1) pstate=A;
			else pstate=nstate;
		end
	always @ (*)
		case (pstate)
			A: nstate=B;
			B: nstate=C;
			C: nstate=D;
			D: nstate=E;
			E: nstate=F;
			F: nstate=G;
			G: nstate=H;
			H: nstate=I;
			I: nstate=J;
			J: nstate=A;
			default: nstate=A;
			endcase
	assign Y = (pstate==J) ? 1'b1 : 1'b0;
	endmodule
module my_MOD5(clk, Reset, Y);
	input clk, Reset;
	output Y;
	parameter A=4'b0000;
	parameter B=4'b0001;
	parameter C=4'b0011;
	parameter D=4'b0010;
	parameter E=4'b0110;
	reg [3:0] pstate, nstate;
	always @ (posedge clk or posedge Reset)
		begin
			if (Reset==1'b1) pstate=A;
			else pstate=nstate;
		end
	always @ (*)
		case (pstate)
			A: nstate=B;
			B: nstate=C;
			C: nstate=D;
			D: nstate=E;
			E: nstate=A;
			default: nstate=A;
			endcase
	assign Y = (pstate==E) ? 1'b1 : 1'b0;
	endmodule
```
**flow/run.sh**
```bash
#!/bin/bash
# OpenROAD 26Q1-2900-gdf79404cd8, Yosys 0.63+post, stock flow scripts
make -C /OpenROAD-flow-scripts/flow DESIGN_CONFIG=/design/flow/config.mk WORK_HOME=/design/flow/orfs finish
```
==> impl_metrics.json <==
{
  "outcome": "finished, final reports clean",
  "grt_overflow": 0,
  "die_w_um": 107,
  "tightest_slew_ns": 0.251,
  "cp.required_ns": 1.16,
  "wl_um": 1650,
  "xor_share_pct": 2.16,
  "syn_to_final_growth_pct": 15.6,
  "untimed_endpoints": 25,
  "io_pins": 3,
  "path_class": "reg2reg",
  "nFillCells": 809,
  "logic_area_um2": 438,
  "yosys.stat.seqShare_pct": 59.9,
  "grt_pass1_vias": 650,
  "worst_ep_arrival_time_ns": 0.73,
  "peakVddDrop_v": 0.000284,
  "hold_buffers": 0,
  "yosysChipArea_um2": 1210,
  "synth_flops": 29,
  "p_switching_uw": 114,
  "grtUsageTotal_pct": 3.07,
  "cts_tree": "yes",
  "first_iter_violations": 67,
  "intPower_uw": 485,
  "finalPower_uw": 599,
  "fin_crit_ns": 0.570,
  "clk_latency_ns": 0.22,
  "viasPerCell": 3.63,
  "root_buffer": "clkbuf_8",
  "logic_family": "simple AND/OR/NAND/NOR gates",
  "core_um2": 7290,
  "drv_slew": 0,
  "post_cts_resized": 0,
  "startpoint_type": "register",
  "power_frac_seq_pct": 33.9,
  "ys_sh_mux_pct": 0,
  "post-dp-hpwl_um": 1300,
  "cts_buffers": 3,
  "htree_levels": 1,
  "die_area_um2": 11400,
  "setup_violations": 0,
  "tns_ns": 0,
  "rows": 31,
  "grt_pass1_wl_um": 2970,
  "yosysTopAreaCell": "dfrtn_1",
  "ys_sh_adder_pct": 0,
  "ys_types": 28,
  "yosys_warnings": 2,
  "antennaDiodeCount": 0,
  "fp_util_pct": 16.6,
  "vias": 747,
  "unclocked_pins": 24,
  "p_leak_uw": 0.000555,
  "swShare_pct": 19.0,
  "antenna_found_initial": 0,
  "rsz0062_at_grt": "false",
  "netlist_area_um2": 1210,
  "reg2reg_depth": 0,
  "p_comb_share_pct": 5.2,
  "place.gp.congestion": 0.728,
  "top_cells_by_area": "dfrtn_1 (41%), dfrtp_1 (16%), nand2b_1 (3.6%)",
  "top_cell_area_share_pct": 41.2,
  "warnings": 25,
  "die_y_um": 107,
  "grt_max_degree": 15,
  "seq_area_um2": 727,
  "hold_violations": 0,
  "drt_pass1_iterations": 4,
  "critPathMaxFanout": 1,
  "crit_path_end": "div5_1.pstate[3]",
  "crit_start": "div5_1.pstate[0]",
  "detail-route-antenna-nets": 0,
  "drive_above_1_share_pct": 8.41,
  "synth_cells": 102,
  "synth_area_per_cell_um2": 11.9,
  "maxCapViolations": 0,
  "finClkSkew_ns": 0.00161,
  "hold_class": "in2async",
  "worst_slack_ns": 0.430,
  "cp-end-kind": "register",
  "pre_cts_ws_ns": 0.304,
  "p_clk_share_pct": 60.9,
  "place_area_um2": 1360,
  "io_buffers": 2,
  "postLayoutCellArea_um2": 1400,
  "finalCritPeriodShare_pct": 57.0,
  "cts_buffer_depth": 2,
  "p_per_area_nw_per_um2": 427,
  "slew_headroom_pct": 83.0,
  "cts_setup_buffers": 0,
  "drc": 0,
  "placedCellCount": 202,
  "compound_area_share_pct": 15.7,
  "path_clk_slew_ns": 0.03,
  "r2r_slack_ns": 0.43,
  "yosys_cells": 102,
  "crit_cells": 0,
  "fin_cells": 206,
  "reg2reg_to": "div5_1.pstate[3]",
  "clock.fmax_mhz": 1750,
  "simple_gate_share_pct": 18.2,
  "r2r_start": "div5_1.pstate[0]",
  "wire_per_inst_um": 8.03
}
==> area by class of cell <==
class / instances / share of cell area (%)
repair buffers: 4 / 2.50
clock buffers: 4 / 3.21
flip-flops and latches: 29 / 51.8
inverters: 9 / 2.41
multi-input cells: 61 / 31.2
well taps: 99 / 8.83
==> synth_stat cells <==
library cell / n
dfrtn_1: 20
inv_1: 9
dfrtp_1: 8
nand2b_1: 7
nand4_1: 5
or3b_1: 5
nand2_1: 4
a21o_1: 3
a21oi_1: 3
a22o_1: 3
buf_2: 3
nand4b_1: 3
nor2_1: 3
nor3b_1: 3
o21ba_2: 3
o32ai_1: 3
xnor2_1: 3
a31oi_1: 2
o211a_1: 2
o311ai_1: 2
a22oi_1: 1
and3_1: 1
and4_1: 1
dfstp_2: 1
nand3_1: 1
nand3b_1: 1
o211ai_1: 1
o21ai_0: 1
==> per-stage QoR <==
stage / utilization [%] / hold WS (ns)
finish: 19.2 / 0.197
global route: 19.2 / 0.215
CTS: 19.2 / 0.199
detailed placement: 18.6 / 0.337
global placement: 18.6 / 0.336
floorplan: - / 0.277
==> placed cells by master, fill, tap and decap left out, drive strengths merged, types with 3 or more instances in the layout <==
cell type   n
nand4       5
nor2        3
clkbuf      4
dfrtn      20
a21oi       3
a22o        3
o21ba       3
dfrtp       8
a21o        3
inv         9
o32ai       3
or3b        5
xnor2       3
nand4b      3
nand2b      7
nand2       4
nor3b       3
==> routing by layer <==
layer,GRT usage (%),up-vias,wire length (µm)
li1,-,384,-
met1,4.51,353,834
met2,4.17,8,700
met3,1.03,2,68
met4,0.870,0,51
met5,0,-,0
==> worst min-delay path by stage <==
stage / start / endpoint / slack [ns] / cells past startpoint
final: Reset / div5_1.pstate[2] / 0.20 / 2
after global routing: Reset / div5_1.pstate[2] / 0.21 / 2
after CTS: Reset / div5_1.pstate[2] / 0.20 / 2
==> cell families (layout without fill, tap and decap cells) <==
kind of cell / count (synthesis) / count (layout)
flops: 29 / 29
compound gates: 24 / 24
buf+inv: 12 / 17
simple gates: 34 / 34
xor+xnor: 3 / 3
==> power groups by stage <==
stage	Sequential (µW)	Clock [µW]	Combinational, µW
after CTS	203	380	34.3
after global routing	203	395	37.7
final	203	365	31.0
No activity file was given, so power comes from the tool's default toggle rates.
