==> config.mk <==
export PLATFORM = sky130hd
export DESIGN_NAME = skeeballDisplay
export DESIGN_NICKNAME = skeeballDisplay
export VERILOG_FILES = /design/flow/design.v
export SDC_FILE = /design/flow/constraint.sdc
export NUM_CORES = 4
export LEC_CHECK = 1
export CORE_UTILIZATION = 30
==> run.sh <==
#!/bin/bash
# OpenROAD 26Q1-2900-gdf79404cd8, Yosys 0.63+post, stock flow scripts
make -C /OpenROAD-flow-scripts/flow DESIGN_CONFIG=/design/flow/config.mk WORK_HOME=/design/flow/orfs finish
==> constraint.sdc <==
current_design skeeballDisplay

set clk_period 5.5
set clk_io_pct 0.2

create_clock -name clk0 -period $clk_period [get_ports {state}]

set non_clock_inputs [all_inputs -no_clocks]
set_input_delay [expr $clk_period * $clk_io_pct] -clock clk0 $non_clock_inputs
set_output_delay [expr $clk_period * $clk_io_pct] -clock clk0 [all_outputs]
==> design.v <==
module skeeballDisplay(state, score, HEX5, HEX4, HEX3, HEX2, HEX1, HEX0);
	input [1:0] state;
	input [7:0] score;
	output [6:0] HEX5, HEX4, HEX3, HEX2, HEX1, HEX0;
	reg [7:0] highscore, lastscore;
	wire[6:0] high10s, high1s, score10s, score1s, last10s, last1s;
	parameter dispf = 7'b0001110;
	parameter dispi = 7'b1001111;
	parameter dispn = 7'b0101011;
	parameter disps = 7'b0010010;
	parameter disph = 7'b0001001;
	parameter disp_ = 7'b1111111;
	parameter dispc = 7'b0100111;
	parameter disp0 = 7'b1000000;
	always @ (posedge state[1])
		begin
			lastscore = score;
			if (score > highscore) highscore = score;
		end
	hexDisplay highDisplays(highscore, high10s, high1s);
	hexDisplay scoreDisplays(score, score10s, score1s);
	hexDisplay lastDisplays(lastscore, last10s, last1s);
	skeeballHex dispHex5(state, disph, disps, dispf, disps, HEX5);
	skeeballHex dispHex4(state, dispi, dispc, dispi, dispc, HEX4);
	skeeballHex dispHex3(state, disp_, disp_, dispn, disp_, HEX3);
	skeeballHex dispHex2(state, high10s, score10s, dispi, last10s, HEX2);
	skeeballHex dispHex1(state, high1s, score1s, disps, last1s, HEX1);
	skeeballHex dispHex0(state, disp0, disp0, disph, disp0, HEX0);
endmodule
module skeeballHex(state, highDisp, scoreDisp, finishDisp, lastDisp, HEXout);
	input [1:0] state;
	input [6:0] highDisp, scoreDisp, finishDisp, lastDisp;
	output [6:0] HEXout;
	reg [6:0] HEXout;
	always @ (*)
	begin
		case(state)
			2'b00: HEXout = highDisp;  
			2'b01: HEXout = scoreDisp;  
			2'b10: HEXout = finishDisp;  
			default: HEXout = lastDisp;  
			endcase
	end
endmodule
module hexDisplay(score, hex10s, hex1s);
	input [7:0] score;
	output [6:0] hex10s, hex1s;
	reg [6:0] hex10s, hex1s;
	parameter disp0 = 7'b1000000;
	parameter disp1 = 7'b1111001;
	parameter disp2 = 7'b0100100;
	parameter disp3 = 7'b0110000;
	parameter disp4 = 7'b0011001;
	parameter disp5 = 7'b0010010;
	parameter disp6 = 7'b0000010;
	parameter disp7 = 7'b1111000;
	parameter disp8 = 7'b0000000;
	parameter disp9 = 7'b0010000;
	parameter dispError = 7'b0000110;
	always @ (*)
		begin
			case(score[7:4])
				4'b0000: hex10s = disp0;
				4'b0001: hex10s = disp1;
				4'b0010: hex10s = disp2;
				4'b0011: hex10s = disp3;
				4'b0100: hex10s = disp4;
				4'b0101: hex10s = disp5;
				4'b0110: hex10s = disp6;
				4'b0111: hex10s = disp7;
				4'b1000: hex10s = disp8;
				4'b1001: hex10s = disp9;
				default: hex10s = dispError;
			endcase
			case(score[3:0])
				4'b0000: hex1s = disp0;
				4'b0001: hex1s = disp1;
				4'b0010: hex1s = disp2;
				4'b0011: hex1s = disp3;
				4'b0100: hex1s = disp4;
				4'b0101: hex1s = disp5;
				4'b0110: hex1s = disp6;
				4'b0111: hex1s = disp7;
				4'b1000: hex1s = disp8;
				4'b1001: hex1s = disp9;
				default: hex1s = dispError;
			endcase
		end
endmodule
==> Flow_metrics.wiki <==
== Implementation results ==
{| class="wikitable"
! Metric !! Value
|-
| Status || finished, final reports clean
|-
| Power density normalized to cell area || 679.9 mW/mm^2
|-
| Power share of the clock group || 0.768
|-
| Flops & latches, synth || 36
|-
| Non-filler cells, final || 481
|-
| Core Util at FP || 0.3146
|-
| Die height || 95.30 um
|-
| Number of antenna violations at the first check in global routing || 0
|-
| Leakage dissipation || 1.726 nW
|-
| Number of port buffers || 36
|-
| CP arrival || 4.27 ns
|-
| Fraction of power consumed by sequential logic || 0.134
|-
| Final hold vios || 0
|-
| Largest type area fraction || 0.2147
|-
| Crit-path max FO || 3
|-
| Sequential-to-total area share from yosys stat || 0.3067
|-
| Startpoint kind of the worst setup timing path || clock port
|-
| Fillers || 718
|-
| Psw || 0.6715 mW
|-
| Total routed wirelength || 7037 um
|-
| Top area cells in the synthesized netlist || sky130_fd_sc_hd__dfxtp_1 (21%), sky130_fd_sc_hd__ha_1 (13%), sky130_fd_sc_hd__edfxtp_1 (9.2%)
|-
| Final number of setup-violating endpoints || 0
|-
| Rows || 33
|-
| Routed via count || 2424
|-
| Post-Route Setup TNS || 0 ns
|-
| Post-synthesis cell count from yosys || 297
|-
| Chip area line of the yosys report || 0.002611 mm^2
|-
| Switching part of the total || 0.2570
|-
| Post-synthesis instance total || 297
|-
| Unrepaired setup endpoints after global routing || no
|-
| Post-Layout Inst Area || 0.003844 mm^2
|-
| Final Slew Violations || 0
|-
| Ant. Diodes || 0
|-
| Global-route wire length before repair || 11880 um
|-
| DRC Markers || 0
|-
| Kind of end point of the critical path || output port
|-
| GRT Overall Usage || 0.1731
|-
| Hold path endpoint || dispHex2.highDisp[4]$_DFF_P_
|-
| Synthesized area per cell || 8.792 um^2
|-
| Tightest slew margin relative to the limit || 0.6153
|-
| Syn-to-layout area delta || 47.20%
|-
| Via count of the first global-routing pass || 2969
|-
| Reg-to-Reg End || dispHex2.highDisp[1]$_DFF_P_
|-
| Placed cell count || 413
|-
| Type of the most critical hold path || flop to flop
|-
| Pin count of the biggest net entering global routing || 23
|-
| Chip area || 0.009081 mm^2
|-
| Post-synthesis instance area || 0.002611 mm^2
|-
| Logic pwr share || 0.097
|-
| Post-route antenna net violation count || 0
|-
| Total number of warnings across the stage logs || 365
|-
| Boundary Pins || 52
|-
| Weighted congestion reported at the end of routability-driven placement || 0.8962
|-
| Main flop type || sky130_fd_sc_hd__dfxtp_1
|-
| Clock tree from TritonCTS || yes
|-
| Total cell area at the placement stage || 0.002905 mm^2
|-
| Number of enable flip-flop cells || 8
|-
| TritonRoute pass-1 iters || 4
|-
| GRT Residual Overflow || 0
|-
| YS warnings || 3
|-
| Startpoint of the most critical hold path || highscore[7]$_DFFE_PN_
|-
| Internal power || 1.942 mW
|-
| Path depth of the worst reg2reg path || 11
|-
| Worst EP required || 4.40 ns
|-
| Distinct lib cells used || 58
|-
| Worst-Skew Late Latency || 0.35 ns
|-
| Number of design-rule violations left by the first detailed-router iteration || 145
|-
| Worst VDD drop || 0.2537 mV
|-
| Launch point of the worst reg-to-reg path || highscore[2]$_DFFE_PN_
|-
| Via-to-Cell Ratio || 5.040
|-
| Clock slew at reported path FFs || 0.05 ns
|-
| Die Width || 95.30 um
|-
| Routed wirelength normalized by instance count || 14.63 um
|-
| Final hold slack || 0.7277 ns
|-
| Worst hold path depth || 3
|-
| Worst slew pin tran || 0.5710 ns
|-
| CP Class || clock port to output port
|-
| Placeable core area || 0.008299 mm^2
|-
| Fraction of final layout cells sized beyond drive strength 1 || 0.2234
|-
| Half-perimeter wire length after placement || 3978 um
|-
| Total of max-cap violations || 0
|-
| Layout Skew || 0.0008553 ns
|-
| Cell type contributing the most total cell area after synthesis || sky130_fd_sc_hd__dfxtp_1
|-
| Proportion of register bits with asynchronous set or reset after synthesis || 0
|-
| Register-to-Register Setup Slack || 2.53 ns
|}
==> cell families after synthesis <==
kind of cell	share of synthesized area
simple gates	0.1586
flops	0.3067
other cells	0.002876
mux	0.04744
fa+ha+maj	0.1342
buf+inv	0.1174
compound gates	0.2329
==> critical path, stage by stage <==
cell and delay (ns):
sky130_fd_sc_hd__clkbuf_8 0.10, sky130_fd_sc_hd__clkbuf_8 0.12, sky130_fd_sc_hd__clkbuf_8 0.12, sky130_fd_sc_hd__inv_1 0.09, sky130_fd_sc_hd__nand2_1 0.11, sky130_fd_sc_hd__clkbuf_8 0.15
sky130_fd_sc_hd__clkbuf_8 0.13, sky130_fd_sc_hd__clkbuf_8 0.14, sky130_fd_sc_hd__inv_1 0.09, sky130_fd_sc_hd__clkdlybuf4s50_1 0.47
==> metrics by stage <==
step	power, mW	setup slack [ns]	util
finish	2.613	0.1270	0.4631
global route	2.948	0.01306	0.4631
CTS	2.821	0.01488	0.4648
detailed placement	1.135	0.8545	0.3501
global placement	1.136	0.8550	0.3501
floorplan	0.9021	0.9401	-
==> layer usage <==
layer	vias to the layer above	wire length, um	GRT usage	share of wire
met3	44	640	0.1176	0.091
met4	0	345	0.1957	0.049
met5	-	0	0.05357	0
li1	1150	-	-	-
met2	117	3062	0.2054	0.44
met1	1113	2987	0.1820	0.42
==> flip-flops by register name, indices dropped and copies added, names as in the netlist <==
signal and count:
dispHex1.highDisp 7, dispHex2.lastDisp 7, dispHex1.lastDisp 7, highscore 8, dispHex2.highDisp 7
==> synthesized netlist by cell type, types with 8 or more instances <==
cell	instances
sky130_fd_sc_hd__nand2_1	20
sky130_fd_sc_hd__buf_4	27
sky130_fd_sc_hd__dfxtp_1	28
sky130_fd_sc_hd__a21oi_1	30
sky130_fd_sc_hd__inv_1	16
sky130_fd_sc_hd__nor2_1	25
sky130_fd_sc_hd__edfxtp_1	8
sky130_fd_sc_hd__ha_1	28
sky130_fd_sc_hd__o21ai_0	11
sky130_fd_sc_hd__mux2i_1	9
==> layout make-up <==
cell class	count	area, um^2	share of cell area
timing repair buffer	8	80.08	0.02083
sequential	36	800.8	0.2083
inverter	14	52.55	0.01367
clock inverter	16	95.09	0.02474
clock buffer	83	1132	0.2946
tap	105	131.4	0.03418
multi-input combinational	219	1551	0.4036
==> worst max-delay path by stage <==
stage	end	slack, ns	startpoint
4_1_cts	HEX5[0]	0.01	state[1]
5_1_grt	HEX1[6]	0.01	state[1]
6_report	HEX0[0]	0.13	state[0]
==> cells in the final DEF (no fill, tap or decap), drive strengths merged, types with 8 or more instances in the layout <==
cell | Yosys | layout
edfxtp | 8 | 8
clkdlybuf4s50 | 0 | 36
nand2 | 23 | 23
mux2i | 9 | 9
clkbuf | 7 | 53
o21ai | 15 | 15
dfxtp | 28 | 28
conb | 2 | 14
ha | 28 | 28
inv | 17 | 25
nor2 | 26 | 26
a21oi | 32 | 32
==> power groups by stage <==
stage / logic [mW] / clock network (mW) / registers, mW
global route: 0.286 / 2.31 / 0.357
finish: 0.254 / 2.01 / 0.351
CTS: 0.252 / 2.22 / 0.350
==> timing repair <==
action	4_1_cts	5_1_grt
resized	1	0
pin swaps	1	0
buffers inserted	2	0
setup endpoints to repair	23	1
hold buffers	0	0
No activity file was given, so power comes from the tool's default toggle rates.
